==> flow/design.v <==
module CTRL_random_gen #(
    parameter WEIGHT_BW = 8,
    parameter NUM_PE_ROWS = 8,
    parameter MATRIX_SIZE = 8
) (
    input wire clk,           
    input wire reset,         
    output reg [WEIGHT_BW*NUM_PE_ROWS*MATRIX_SIZE -1:0] random_out  
);
    reg [63:0] lfsr;
    wire feedback = lfsr[63] ^ lfsr[62] ^ lfsr[60] ^ lfsr[59];
    always @(posedge clk or negedge reset) begin
        if (!reset) begin
            lfsr <= 64'hACE1;  
            random_out <= 512'b0;
        end else begin
            lfsr <= {lfsr[62:0], feedback};
            random_out <= {random_out[447:0], lfsr};  
        end
    end
endmodule
==> flow/run.sh <==
#!/bin/bash
# OpenROAD 26Q1-2900-gdf79404cd8, Yosys 0.63+post, stock flow scripts
make -C /OpenROAD-flow-scripts/flow DESIGN_CONFIG=/design/flow/config.mk WORK_HOME=/design/flow/orfs finish
==> flow/config.mk <==
export PLATFORM = sky130hd
export DESIGN_NAME = CTRL_random_gen
export DESIGN_NICKNAME = CTRL_random_gen
export VERILOG_FILES = /design/flow/design.v
export SDC_FILE = /design/flow/constraint.sdc
export NUM_CORES = 4
export LEC_CHECK = 1
export CORE_AREA = 10 10 203 203
export DIE_AREA = 0 0 213 213
==> flow/constraint.sdc <==
current_design CTRL_random_gen

set clk_period 1.2
set clk_io_pct 0.2

create_clock -name clk0 -period $clk_period [get_ports {clk}]

set non_clock_inputs [all_inputs -no_clocks]
set_input_delay [expr $clk_period * $clk_io_pct] -clock clk0 $non_clock_inputs
set_output_delay [expr $clk_period * $clk_io_pct] -clock clk0 [all_outputs]
==> metrics.yaml <==
fmax_ghz: 0.6852
place.gp.congestion: 0.7454
ys_warn_count: 1
path_clk_slew_ns: 0.06
row_count: 70
final.setup.tns_ns: -65.89
antenna_found_initial: 1
fin_skew_ns: 0.008086
end_kind: "output port"
violations: "setup timing"
setup_viol: 453
finalNonFillerCells: 1477
remaining_drc_errors: 0
grt_usage_pct: 12.19
detail-route-antenna-nets: 0
wl_mm: 30.93
worstSkewPairLatency_ns: 0.43
grt_pass1_wl_mm: 40.74
mux_share_pct: 0
finalClockPeriodUsage_pct: 121.6
drive_gt1_share_pct: 91.97
maxSlewViolCount: 0
yosys.area_share.xor_xnor_pct: 0.3980
worst-path-max-fanout: 3
syn_area_per_cell_um2: 11.40
avgRoutedWirePerCell_um: 20.94
netlist_area_um2: 6603
status: "complete, but fails checks"
drt-pass1-iter-count: 4
synth_cells: 579
grt_pass1_vias: 5542
cts_buffer_depth: 2
post-place-ws_ns: -0.1650
core_area_um2: 36700
combGateArea_um2: 33.78
synth_chip_area_um2: 6603
cts_inserted_buffers: 17
vias: 4947
rsz0062_at_grt: "yes"
warnings: 28
htree_num_levels: 4
critPathArrivalTime_ns: 1.22
cp-start-kind: "register"
max-vdd-ir-drop_mv: 0.7916
overflow: 0
hold_slack_ns: 0.3678
cts_root_buf: "clkbuf_16"
dieArea_um2: 45370
via_per_inst: 3.349
synth.cellmix.compoundShare_pct: 0
simple_gate_share_pct: 0
io_buffers: 513
yosys.area_share.adder_pct: 0
hold_path.class: "register to register"
layout_top_cells: "buf_6 (621), buf_4 (105), buf_2 (89)"
topCombFamilyByArea: "buffers and inverters"
dp.cells: 1143
finalHoldViolCount: 0
yosysSeqAreaShare_pct: 48.66
die_x_um: 213
ys.flops: 128
die_y_um: 213
ys_types: 5
leakage_nw: 7.075
cts_tree: "built"
synth_stat.cells: 579
relSlewSlack_pct: 62.74
clock_sinks: 128
grt_max_degree: 31
syn2layout_area_growth_pct: 100.5
fp_util_pct: 17.99
power_density_nw_per_um2: 738.4
worst_slack_ns: -0.2594
drt_iter0_drc: 113
max_cap_violations: 0
crit_type: "register to output port"
min_period_ns: 1.459
hpwlAfterDp_mm: 17.19
worst_ep_required_time_ns: 0.96
power_w: 0.009774
pin_count: 514
seqCellArea_um2: 3283
fill_cells: 3313
max_slew.worst_pin.slew_ns: 0.5571
layout.cells.most_common: "buf_6"
n_antenna_cell: 0
## through the flow
stage / util, % / cell area, um2
CTS: 34.98 / 12840
finish: 36.07 / 13240
detailed placement: 25.12 / 9219
global route: 36.07 / 13240
floorplan: - / 6603
global placement: 25.12 / 9219
## timing repair
action / CTS / global route
gates resized: 2275 / 59
setup endpoints to repair: 512 / 508
endpoints found under the hold margin: 24 / 5
buffers inserted: 279 / 30
pin swaps: 0 / 1
## kinds of logic (layout without fill, tap and decap cells)
| family | Yosys count | in the layout |
|---|---|---|
| DFF | 128 | 128 |
| buffers and inverters | 448 | 878 |
| xor gates and xnor gates | 3 | 3 |
## sequential cells by signal, summed over array words and instances, names as in the netlist
register    cells
random_out    114
lfsr           14
## Yosys cell counts
cell type | n | area share (%)
xor2_1 | 1 | 0.13
dfstp_2 | 8 | 3.2
xnor2_1 | 2 | 0.27
buf_4 | 448 | 51
dfrtp_1 | 120 | 45
## where the power goes
part | leakage (nW) | internal [W] | switching, W
registers | 1.67 | 0.00432 | 0
clock network | 0.283 | 0.00337 | 0.00191
logic | 5.13 | 0.0000631 | 0.000110
## per-layer routing
metal  global-route usage [%]  up-vias  routed length, um
met4                    2.363        0                435
met2                    20.58      358              15350
li1                         -     2152                  -
met5                        0        -                  0
met3                    6.200       20               4090
met1                    13.56     2417              11050
## path summary, 6_finish.rpt
kind                                 start               to  slack (ns)  depth (start not counted)
setup / recovery           random_out[405]  random_out[342]       -0.26                          3
hold / removal             random_out[266]  random_out[330]        0.37                          0
setup reg to reg           random_out[284]  random_out[285]        0.02                          5
hold reg to reg            random_out[266]  random_out[330]        0.37                          0
max in group asynchronous            reset  random_out[277]        0.08                          5
min in group asynchronous            reset  random_out[314]        0.39                          5
## area by class of cell
type / count / area share, %
clock buffers: 26 / 3.620
well taps: 468 / 4.424
repair buffers: 846 / 66.08
multi-input cells: 3 / 0.2552
clock inverters: 6 / 0.8129
flip-flops and latches: 128 / 24.80
## worst max-delay path, stage by stage, from the launching register on
cell	delay, ns
dfrtp_2	0.43
buf_6	0.13
buf_6	0.12
buf_6	0.11
Power figures rest on the tool's default switching activity, not on a simulated workload.
