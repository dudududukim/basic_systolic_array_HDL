===== flow/design.v =====
module counter_7bit_en (
    input wire clk, rstn, enable,
    output reg [6:0] count
);
    always @(posedge clk or negedge rstn) begin
        if (!rstn) begin
            count <= 7'b0;  
        end
        else if (!enable) begin
            count <= 7'b0;  
        end
        else begin
            count <= count + 1'b1;  
        end
    end
endmodule

===== flow/run.sh =====
#!/bin/bash
# OpenROAD 26Q1-2900-gdf79404cd8, Yosys 0.63+post, stock flow scripts
make -C /OpenROAD-flow-scripts/flow DESIGN_CONFIG=/design/flow/config.mk WORK_HOME=/design/flow/orfs finish

===== flow/config.mk =====
export PLATFORM = sky130hd
export DESIGN_NAME = counter_7bit_en
export DESIGN_NICKNAME = counter_7bit_en
export VERILOG_FILES = /design/flow/design.v
export SDC_FILE = /design/flow/constraint.sdc
export NUM_CORES = 4
export LEC_CHECK = 1
export CORE_AREA = 10 10 70 70
export DIE_AREA = 0 0 80 80

===== flow/constraint.sdc =====
current_design counter_7bit_en

set clk_period 2.3
set clk_io_pct 0.2

create_clock -name clk0 -period $clk_period [get_ports {clk}]

set non_clock_inputs [all_inputs -no_clocks]
set_input_delay [expr $clk_period * $clk_io_pct] -clock clk0 $non_clock_inputs
set_output_delay [expr $clk_period * $clk_io_pct] -clock clk0 [all_outputs]

==> reports/metrics.yaml <==
clock_power_share_pct: 42.9
slew_headroom_pct: 77.9
syn_area_per_cell_um2: 11.2
slowest_stage: "clkdlybuf4s50_1"
synthCells: 28
path_clk_slew_ns: 0.05
rsz0062_at_grt: "no"
cp_slowest_stage_delay_ns: 0.51
ant_nets: 0
yosys_area_um2: 314
grt_max_degree: 10
io_pins: 10
hpwl_um: 614
post-route-period-util_pct: 71.5
rows: 21
p_leak_nw: 0.191
flop_area_um2: 175
io_buffers: 9
ys_sh_aoi_pct: 1.59
synth_flop_count: 7
grt_pass1_vias: 231
top_regs: "count x7"
slew_violations: 0
htree_num_levels: 1
largest_register_ffs: 7
ctsHoldBuffers: 0
final-setup-viol-count: 0
clkSinkCount: 7
cts-buffers-inserted: 3
synth_cell_types: 14
worstSetupStartpointType: "register"
worst-path-max-fanout: 4
syn_area_um2: 314
p_int_uw: 208
crit_required_ns: 1.84
max-vdd-ir-drop_mv: 0.164
cts_resized: 0
num-fill-cells: 404
overflow: 0
clock-root-buffer: "clkbuf_4"
drive_gt1_share_pct: 9.76
initial_core_util_pct: 9.19
simple_gate_area_share_pct: 27.1
wl_per_cell_um: 8.66
p_total_uw: 270
vias: 241
switchingPower_uw: 61.4
outcome: "complete, no violations"
antenna_found_initial: 0
grt_first_pass_wirelength_mm: 1.14
worstPathCellList: "clkdlybuf4s50_1"
chip_area_um2: 6400
tightest_slew_ns: 0.330
fmax_mhz: 608
crit_type: "reg -> out"
worst-path-buf-inv: 1
cts_setup_buffers: 0
tool_warnings: 25
skew_ns: 0.00135
hold_class: "in -> async"
clkLatencyLatePin_ns: 0.26
switching_share_pct: 22.8
setup_tns_ns: 0
grt.total_usage_pct: 2.30
first_pass_iters: 1
synth-adder-area-share_pct: 3.98
drt_iter0_markers: 0
area_growth_pct: 55.4
n_antenna_cell: 0
endpoint_kind: "primary output"
hold_viol: 0
cts.path.max_buffers: 2
largest-register: "count"
max-cap-violations: 0
drcViolationCount: 0
ys_cells: 28
cts_tree: "yes"
ys_top_logic_family: "simple AND/OR/NAND/NOR gates"
die_h_um: 80
arrival_ns: 1.18
vias_per_cell: 2.77
critPathTopFamily: "buffers and inverters"
die_width_um: 80
ys_sh_xor_pct: 8.37
pwr-share-comb_pct: 8.1
routabilityCongestion: 0.679
combGateArea_um2: 139
ys_seq_share_pct: 55.8
synth.area.mux_share_pct: 3.19
finalCriticalPeriod_ns: 1.64
ys_warn_count: 1
design.core.area_um2: 3420
power_frac_seq_pct: 49.0
drt-total-wl_um: 753
p_per_area_nw_per_um2: 552
-- cell type report --
class / count / area share (%)
Clock buffer: 4 / 5.38
Multi-Input combinational cell: 21 / 28.5
Sequential cell: 7 / 35.9
Tap cell: 46 / 11.8
Timing Repair Buffer: 9 / 18.5
-- stage by stage --
stage	hold slack, ns	utilization, %	worst slack (ns)	area (um^2)	instances
global placement	0.487	13.5	0.648	462	83
CTS	0.475	14.3	0.628	488	87
global route	0.488	14.3	0.594	488	87
detailed placement	0.491	13.5	0.630	462	83
finish	0.467	14.3	0.656	488	87
floorplan	0.164	-	1.03	314	28
-- metal layers --
metal | global-route usage, % | vias to the layer above | share of wire (%)
met4 | 0.880 | 0 | 3.3
met5 | 0 | - | 0
met3 | 1.14 | 3 | 5.7
met2 | 3.77 | 7 | 49
met1 | 2.49 | 113 | 41
li1 | - | 118 | -
-- worst paths after layout --
check / startpoint / end / slack (ns) / cells after the start
worst max-delay path: count[3] / count[3] / 0.66 / 1
worst min-delay path: rstn / count[4] / 0.47 / 1
worst max register to register: count[0] / count[6] / 0.92 / 4
worst min register to register: count[0] / count[0] / 0.49 / 1
max in group asynchronous: rstn / count[2] / 1.59 / 1
min in group clk0: count[0] / count[0] / 0.49 / 1
-- synth_stat cells (all sizes together) --
cell type  count  share of area, %
xnor2          2               5.6
nand2b         1               2.0
mux2i          1               3.2
nand2          4               4.8
nor2b          1               2.0
nand3          2               4.8
o21ai          1               1.6
or4b           1               3.2
nor2           2               2.4
ha             1               4.0
xor2           1               2.8
and2           4               8.0
dfrtp          7                56
-- kinds of logic after synthesis --
family | Yosys count
simple gates | 15
mux | 1
xor+xnor | 3
fa+ha+maj | 1
compound gates | 1
flops | 7
-- cells in the final DEF, fill, tap and decap left out, types with 2 or more instances in the layout --
cell type	netlist	final
and2_1	4	4
clkbuf_4	0	3
nor2_1	2	2
nand2_1	4	4
dfrtp_1	7	7
xnor2_1	2	2
clkdlybuf4s50_1	0	9
-- power by group through the flow --
stage     Combinational, mW  Clock, mW  Sequential [mW]
5_1_grt              0.0247      0.125            0.133
4_1_cts              0.0228      0.117            0.132
6_report             0.0219      0.116            0.132
Power figures rest on the tool's default switching activity, not on a simulated workload.
