## design/flow/config.mk

```make
export PLATFORM = sky130hd
export DESIGN_NAME = PE
export DESIGN_NICKNAME = PE
export VERILOG_FILES = /design/flow/design.v
export SDC_FILE = /design/flow/constraint.sdc
export NUM_CORES = 4
export LEC_CHECK = 1
export CORE_UTILIZATION = 40
```

## design/flow/constraint.sdc

```tcl
current_design PE

set clk_period 10.8
set clk_io_pct 0.2

create_clock -name clk0 -period $clk_period [get_ports {clk}]

set non_clock_inputs [all_inputs -no_clocks]
set_input_delay [expr $clk_period * $clk_io_pct] -clock clk0 $non_clock_inputs
set_output_delay [expr $clk_period * $clk_io_pct] -clock clk0 [all_outputs]
```

## design/flow/design.v

```verilog
module PE #(
    parameter PARTIAL_SUM_BW = 19,
    parameter DATA_IN_BW = 8,
    parameter WEIGHT_BW = 8
) (
    input wire clk, we_rl, rstn,                                     
    input wire signed [DATA_IN_BW-1 : 0] DIN,                        
    input wire signed [PARTIAL_SUM_BW-1 : 0] PSUM_IN,                
    input wire signed [WEIGHT_BW-1 : 0] W,                           
    output wire signed [DATA_IN_BW-1 : 0] DF_COL,                    
    (* use_dsp = "yes" *) output wire signed [PARTIAL_SUM_BW-1 : 0] PSUM_OUT               
);
    wire signed [WEIGHT_BW-1 : 0] weight;
    (* use_dsp = "yes" *) wire signed [DATA_IN_BW + WEIGHT_BW - 1 : 0] wx;
    wire signed [PARTIAL_SUM_BW - 1 : 0] partial_sum;    
    dff #(.WIDTH(DATA_IN_BW)) dff_DIN (
        .clk(clk), 
        .rstn(rstn),
        .d(DIN), 
        .q(DF_COL)
    );
    (* DONT_TOUCH = "TRUE" *) dff #(.WIDTH(PARTIAL_SUM_BW)) dff_PSUM_OUT (
        .clk(clk), 
        .rstn(rstn), 
        .d(partial_sum), 
        .q(PSUM_OUT)
    );
    (* DONT_TOUCH = "TRUE" *) weight_reg #(.WEIGHT_BW(WEIGHT_BW)) u_weight_reg (
        .clk(clk),
        .rstn(rstn),
        .we_rl(we_rl),
        .W(W),
        .weight(weight)
    );
    assign wx = DIN * weight;
    assign partial_sum = PSUM_IN + wx;
endmodule
module dff #(
    parameter WIDTH = 8
) (
    input wire clk,
    input wire rstn,
    input wire [WIDTH-1:0] d,
    output reg [WIDTH-1:0] q
);
    always @(posedge clk or negedge rstn) begin
        if (!rstn)
            q <= 0;
        else
            q <= d;
    end
endmodule
module weight_reg #(
    parameter WEIGHT_BW = 8
) (
    input wire clk,
    input wire rstn,
    input wire we_rl,
    input wire signed [WEIGHT_BW-1:0] W,
    output reg signed [WEIGHT_BW-1:0] weight
);
    always @(posedge clk or negedge rstn) begin
        if (!rstn)
            weight <= 0;
        else if (we_rl)
            weight <= W;
    end
endmodule
```

## design/flow/run.sh

```bash
#!/bin/bash
# OpenROAD 26Q1-2900-gdf79404cd8, Yosys 0.63+post, stock flow scripts
make -C /OpenROAD-flow-scripts/flow DESIGN_CONFIG=/design/flow/config.mk WORK_HOME=/design/flow/orfs finish
```

==> qor.yml <==
status: "completed"
tool_warnings: 27
slew_viol_final: 0
drt-pass1-iter-count: 4
cts_made_buffers: 5
whs_ns: 0.723
yosys.area_share.aoi_pct: 5.53
layoutNonFillerInstCount: 600
postSynthSeqShare_pct: 20.0
area_delta_synth_final_pct: 20.3
crit_family: "adder cells"
gp_congestion: 0.807
ys_area_um2: 4390
cp_max_fo: 12
whs_path_depth: 1
clk_pin_slew_ns: 0.08
detail_route.vias_per_cell: 4.61
postCtsHoldBufs: 0
total_power_w: 0.00178
grtUsageTotal_pct: 16.3
critPathMaxStageDelay_ns: 0.67
postCtsSetupBuffers: 0
cts_root_buf: "clkbuf_8"
fp_util_pct: 42.0
post-dp-hpwl_um: 6650
cpMostUsedCell: "fa_1"
worstSetupEndpointType: "flop"
numPortBuffers: 64
dp_cells: 592
postSynthAreaPerCell_um2: 11.1
worstSetupPathDepth: 16
drcViolationCount: 0
reg2reg_depth: 15
hold_violations: 0
max_freq_mhz: 139
grt_max_degree: 36
initialDrtViolationCount: 50
cap_violations: 0
grt_pass1_wl_um: 13800
wire_per_inst_um: 13.1
core_um2: 10500
ys_sh_xor_pct: 3.59
worstPathArrival_ns: 7.40
clock_latency_ns: 0.29
grt-ovfl-total: 0
lay_top_count: "inv_1"
htree_levels: 2
drive_gt1_share_pct: 5.17
ant_nets: 0
start_kind: "primary input"
worstPathCellList: "clkdlybuf4s50_1 -> and2_1 -> inv_1 -> fa_1 -> inv_1 -> fa_1 -> fa_1 -> fa_1 -> fa_1 -> ha_1 -> o21ai_0 -> nor2_1 -> o32a_4 -> a21oi_4 -> a21boi_2 -> xor2_1"
simple_gate_share_pct: 9.66
setup-violations-final: 0
hold_path_end: "u_weight_reg.weight[6]"
grt_pass1_vias: 2863
postSynthCellCount: 395
vdd_drop_max_uv: 278
dpl_worst_slack_ns: 3.22
ys_ff: 35
dieHeight_um: 107
drt-total-wl_um: 7870
largest_reg_flops: 19
antenna_found_initial: 0
static-leakage-power_nw: 2.57
io-pin-count: 65
num_vias: 2766
fp.dieW_um: 107
cts.sinks: 35
cts_tree: "built"
die-area_um2: 11400
power_density_nw_per_um2: 336
mux_area_share_pct: 2.54
top_area_cell: "fa_1"
tightest_slew_ns: 0.749
fin_skew_ns: 0.00702
worstHoldStart: "u_weight_reg.weight[6]"
clock_path_buffers: 2
setup_ws_ns: 3.58
insertedDiodeCount: 0
syn_area_um2: 4390
reg2reg_from: "u_weight_reg.weight[0]"
fin_setup_tns_ns: 0
post-route-period-util_pct: 66.8
mostFrequentLayoutCells: "inv_1, fa_1, clkdlybuf4s50_1, ha_1"
ff2ff_setup_slack_ns: 5.47
yosysUniqueCellTypes: 30
top_area_share_pct: 38.3
path_class: "in2reg"
crit_slowest_cell: "and2_1"
period_needed_ns: 7.22
relSlewSlack_pct: 50.1
crit_buf_inv: 3
hp-class: "reg2reg"
r2r_end: "dff_PSUM_OUT.q[17]"
cts_resized: 0
ys_cells: 395
adder_share_pct: 50.9
top_logic_kind: "adder cells"
synth_warnings: 3
fp-row-count: 37
crit_required_ns: 10.98
rsz0062_at_grt: "false"
topCellsByArea: "fa_1, dfrtp_1, ha_1"
[through the flow]
| stage | utilization, % | area [um^2] |
|---|---|---|
| after global routing | 50.5 | 5280 |
| final | 50.5 | 5280 |
| after detailed placement | 49.6 | 5190 |
| after floorplan | - | 4390 |
| after global placement | 49.6 | 5190 |
| after CTS | 50.5 | 5280 |
[final cells by class]
type / instances / area (um^2)
clock buffer: 5 / 68.8
clock inverter: 3 / 23.8
fill: 956 / 5180
inverter: 88 / 330
multi-input combinational: 268 / 3170
sequential: 35 / 876
tap: 136 / 170
timing repair buffer: 65 / 643
[per-layer routing]
layer	vias up	GRT usage [%]	share of wire, %
met2	42	25.9	51
li1	1330	-	-
met3	4	1.67	2.7
met5	-	0	0
met1	1390	26.9	46
met4	0	1.17	0.69
[power by group]
part	internal (W)	leakage [nW]	switching (W)
Combinational	0.000733	2.13	0.000728
Sequential	0.000196	0.407	0.0000173
Clock	0.0000461	0.0408	0.0000547
[cells by family (layout without fill, tap and decap cells)]
group                    Yosys count  count (layout)
adder cells (fa/ha/maj)          128             128
XOR/XNOR                          18              18
flip-flops                        35              35
buffers and inverters             92             161
AND-OR/OR-AND                     30              30
AND/OR/NAND/NOR                   82              82
multiplexers                      10              10
[Yosys cell counts, drive strengths merged]
| master | number |
|---|---|
| a211o | 1 |
| a211oi | 2 |
| a21boi | 3 |
| a21o | 3 |
| a21oi | 8 |
| a221oi | 1 |
| and2 | 35 |
| clkbuf | 4 |
| dfrtp | 35 |
| fa | 84 |
| ha | 44 |
| inv | 88 |
| mux2 | 9 |
| mux2i | 1 |
| nand2 | 25 |
| nand2b | 1 |
| nor2 | 9 |
| nor2b | 9 |
| nor3 | 3 |
| o2111ai | 1 |
| o21a | 6 |
| o21ai | 2 |
| o21bai | 1 |
| o31ai | 1 |
| o32a | 1 |
| xnor2 | 13 |
| xor2 | 5 |
[worst max-delay path by stage]
stage,startpoint,end
after CTS,DIN[7],dff_PSUM_OUT.q[17]
after global routing,DIN[7],dff_PSUM_OUT.q[14]
final,DIN[7],dff_PSUM_OUT.q[17]
[worst register-to-register path, stage by stage, from the launching register on]
cell and delay (ns):
dfrtp_1 0.58, and2_1 0.69, inv_1 0.13, fa_1 0.50
inv_1 0.05, fa_1 0.52, fa_1 0.44, fa_1 0.57
fa_1 0.42, ha_1 0.34, o21ai_0 0.09, nor2_1 0.10
o32a_4 0.40, a21oi_4 0.18, a21boi_2 0.07, xor2_1 0.14
Power figures rest on the tool's default switching activity, not on a simulated workload.
